[design.v]
module halfAdder(inA, inB, sum, carryOut);
    input inA, inB;
    output sum, carryOut;
    xor ixor(sum, inA, inB);
    and iand(carryOut, inA, inB);
endmodule
module oneBitFullAdder(inA, inB, carryIn, sum, carryOut);
    input inA, inB, carryIn;
    output sum, carryOut;
    wire sum1, carryOut1, carryOut2;
    halfAdder ihalfAdder1(inA, inB, sum1, carryOut1);
    halfAdder ihalfAdder2(sum1, carryIn, sum, carryOut2);
    or ior(carryOut, carryOut1, carryOut2);
endmodule
module twoBitFullAdder(inA, inB, carryIn, sum, carryOut);
    input[1:0] inA, inB;
    input carryIn;
    output[1:0] sum;
    output carryOut;
    wire carryOut1;
    oneBitFullAdder ioneBitFullAdder1(inA[0], inB[0], carryIn, sum[0], carryOut1);
    oneBitFullAdder ioneBitFullAdder2(inA[1], inB[1], carryOut1, sum[1], carryOut);
endmodule
module fourBitFullAdder(inA, inB, carryIn, sum, carryOut);
    input[3:0] inA, inB;
    input carryIn;
    output[3:0] sum;
    output carryOut;
    wire carryOut1;
    twoBitFullAdder itwoBitFullAdder1(inA[1:0], inB[1:0], carryIn, sum[1:0], carryOut1);
    twoBitFullAdder itwoBitFullAdder2(inA[3:2], inB[3:2], carryOut1, sum[3:2], carryOut);
endmodule
module eightBitFullAdder(inA, inB, carryIn, sum, carryOut);
    input[7:0] inA, inB;
    input carryIn;
    output[7:0] sum;
    output carryOut;
    wire carryOut1;
    fourBitFullAdder ifourBitFullAdder1(inA[3:0], inB[3:0], carryIn, sum[3:0], carryOut1);
    fourBitFullAdder ifourBitFullAdder2(inA[7:4], inB[7:4], carryOut1, sum[7:4], carryOut);
endmodule
module sixteenBitFullAdder(inA, inB, carryIn, sum, carryOut);
    input[15:0] inA, inB;
    input carryIn;
    output[15:0] sum;
    output carryOut;
    wire carryOut1;
    eightBitFullAdder ieightBitFullAdder1(inA[7:0], inB[7:0], carryIn, sum[7:0], carryOut1);
    eightBitFullAdder ieightBitFullAdder2(inA[15:8], inB[15:8], carryOut1, sum[15:8], carryOut);
endmodule
module thirtytwoBitFullAdder(inA, inB, carryIn, sum, carryOut);
    input[31:0] inA, inB;
    input carryIn;
    output[31:0] sum;
    output carryOut;
    wire carryOut1;
    sixteenBitFullAdder isixteenBitFullAdder1(inA[15:0], inB[15:0], carryIn, sum[15:0], carryOut1);
    sixteenBitFullAdder isixteenBitFullAdder2(inA[31:16], inB[31:16], carryOut1, sum[31:16], carryOut);
endmodule
[run.sh]
#!/bin/bash
# OpenROAD 26Q1-2900-gdf79404cd8, Yosys 0.63+post, stock flow scripts
make -C /OpenROAD-flow-scripts/flow DESIGN_CONFIG=/design/flow/config.mk WORK_HOME=/design/flow/orfs finish
[config.mk]
export PLATFORM = sky130hd
export DESIGN_NAME = thirtytwoBitFullAdder
export DESIGN_NICKNAME = thirtytwoBitFullAdder
export VERILOG_FILES = /design/flow/design.v
export SDC_FILE = /design/flow/constraint.sdc
export NUM_CORES = 4
export LEC_CHECK = 1
export CORE_AREA = 10 10 92 92
export DIE_AREA = 0 0 102 102
[constraint.sdc]
current_design thirtytwoBitFullAdder

set clk_period 31.2
set clk_io_pct 0.2

create_clock -name clk0 -period $clk_period

set non_clock_inputs [all_inputs -no_clocks]
set_input_delay [expr $clk_period * $clk_io_pct] -clock clk0 $non_clock_inputs
set_output_delay [expr $clk_period * $clk_io_pct] -clock clk0 [all_outputs]
==> notes.md <==
The implementation run finished. The final timing report lists a max-slew violation count of 0. Critical path data required time landed at 24.96 ns. Stage delay of the slowest cell on the critical path landed at 0.46 ns. Clock buffer count landed at 0. STA classifies the critical path endpoint as a primary output. Power share of the sequential group landed at 0%. Leakage power landed at 0.670 nW. Peak clock frequency supported by timing landed at 38.5 MHz. Final setup violation count landed at 0. The area fraction of the largest cell type after synthesis is 69.8%.

Global placement routability congestion landed at 0.745. The worst setup path is launched from an input port. The switching portion of total power comes to 25.9%. The worst pin sits at a relative slew slack of 92.4%.

Core area landed at 6460 um^2. For the worst min-delay path, the startpoint reported by OpenROAD is carryIn. Routed length per instance landed at 14.4 um. Per-instance average area after synthesis landed at 12.4 um^2. Ranking logic cells in the layout by count gives the top entries clkdlybuf4s50_1 (98), fa_1 (32), inv_1 (10). The switching component of the power was reported as 0.00885 mW. The number of cells reported by Yosys stat comes to 74. The transition time recorded at the tightest slew-check pin is 0.114 ns. The most critical min-delay path falls under in2out. Total power normalized to cell area comes to 19.5 nW/um^2. The clock network is responsible for 0% of the overall power.

Sorting the synthesized cells by area gives the leading types as fa_1 (70%), buf_4 (26%), inv_1 (4.1%). The synthesized instance count is 74. For reference, the final report shows the hold violation count at 0. Across every metal layer, demand over resource in global routing totals 5.93%. The number of antenna violations at the first check in global routing came to 0. Cells fill 27.2% of the core in the end. In this run the VDD rail shows a maximum IR drop of 0.00000684 V.

The launch point of the critical path was reported as inA[0]. Period utilization landed at 83.2%. Number of antenna repair diodes landed at 0.

The critical path's slowest stage uses the library cell clkdlybuf4s50_1. Largest driver fanout on the critical path landed at 1. Registers take 0 um^2. The synthesis report lists the Yosys warning total as 0.

Number of global-route vias before repair landed at 971. After routing, the total negative slack on setup checks comes to 0 ns. As logged by OpenROAD, the buffers inserted on ports number 98. The tool flagged a number of max-cap violations equal to 0. Buffers inserted during post-CTS setup optimization landed at 0. First-pass iteration count of the detailed router landed at 2. Detailed placement finished with a half-perimeter wire length of 3150 um.

Yosys-reported design area after synthesis landed at 918 um^2. Remaining antenna violation count landed at 0. Width of the chip landed at 102 um. The global route stage reports its total congestion overflow as 0. The share of total power dissipated in combinational logic is 100.0%.

Share of cells above drive strength 1 landed at 0%. For this run, the register share of the synthesized area comes to 0%. Per the run report, area growth between synthesis and finish was 91.1%. Cts-stage hold buffer count landed at 0. The clock period could shrink to 25.94 ns.

Among logic cells in the layout, the one with the most instances is clkdlybuf4s50_1. Die boundary height landed at 102 um. OpenROAD emitted warnings numbering 32. The cell type that accounts for the most area after synthesis is fa_1. Post-CTS resize count landed at 0. Dividing the detail-routed via count by the number of cells gives 3.41.

The flow ran to the end, and the final reports show no timing, DRC or antenna violations. According to the floorplan report, the total die area is 10400 um^2. Detailed-route iteration 0 reported a violation count of 1.

Sequential cells placed in the final layout were counted as 0. The first global-routing pass estimated 4730 um of wire. In this run the core area contains 29 standard-cell rows. Per STA, the library cell used most along the worst path is fa_1.

Initial core utilization landed at 14.2%. Signal arrival time at the worst endpoint landed at 19.70 ns. Entering global routing, the biggest net connects 2 pins.

In this run the cell area of the synthesized design comes to 918 um^2. Broken down by cell family, the worst path's largest delay share belongs to adder cells. Detailed routing inserted a total of 740 vias. By startpoint and endpoint, the worst setup path is classified as in2out.

Setup repair after global routing left no endpoint under its margin. The design draws 0.0342 mW. Count of distinct cell types in the synthesized netlist landed at 3. In the power breakdown, the internal column shows 0.0254 mW. In the post-route report, total wirelength is listed as 3130 um.

Number of buffers and inverters on the critical path landed at 6. In this run the count of I/O pins placed on the die edge is 98. TritonRoute reported its final design rule violation total as 0.
==> routing by layer <==
metal	track usage [%]	up-vias	wire, um
met5	0	-	0
li1	-	312	-
met4	0	0	0
met1	5.45	336	862
met2	8.10	92	1090
met3	8.25	0	1170
==> area by class of cell <==
class                           instances  area (um^2)
Inverter                               10         37.5
Timing Repair Buffer                   98          981
Fill cell                             682         4700
Tap cell                               77         96.3
Multi-Input combinational cell         32          641
==> logic make-up after synthesis <==
family and share of synthesized area (%):
buf+inv 30.2, fa+ha+maj 69.8
==> synthesized netlist by cell type <==
master / n
fa_1: 32
buf_4: 32
inv_1: 10
==> power groups by stage <==
stage / clock network [mW] / logic (mW) / registers (mW)
CTS: 0 / 0.0356 / 0
global route: 0 / 0.0391 / 0
finish: 0 / 0.0342 / 0
==> metrics by stage <==
| step | instances | setup WS [ns] | instance area (um^2) | hold WS (ns) |
|---|---|---|---|---|
| 4_1_cts | 217 | 5.16 | 1760 | 13.54 |
| 3_5_place_dp | 217 | 5.19 | 1760 | 13.55 |
| 5_1_grt | 217 | 4.66 | 1760 | 13.58 |
| 3_3_place_gp | 217 | 5.19 | 1760 | 13.53 |
| 6_report | 217 | 5.26 | 1760 | 13.53 |
| 2_1_floorplan | 74 | 6.51 | 918 | 12.70 |
==> worst paths after layout <==
| kind | endpoint | slack (ns) | depth (start not counted) |
|---|---|---|---|
| setup / recovery | sum[31] | 5.26 | 38 |
| hold / removal | sum[0] | 13.53 | 5 |
Power figures rest on the tool's default switching activity, not on a simulated workload.
