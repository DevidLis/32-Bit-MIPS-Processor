===== config.mk =====
export PLATFORM = sky130hd
export DESIGN_NAME = Mux3to1_32bit
export DESIGN_NICKNAME = Mux3to1_32bit
export VERILOG_FILES = /design/flow/design.v
export SDC_FILE = /design/flow/constraint.sdc
export NUM_CORES = 4
export LEC_CHECK = 1
export CORE_AREA = 10 10 71 71
export DIE_AREA = 0 0 81 81

===== design.v =====
module Mux2to1(inA, inB, sel, out);
    input inA, inB, sel;
    output out;
    wire sel_b, and1out, and2out;
    not (sel_b, sel);
    and (and1out, sel_b, inA);
    and (and2out, sel, inB);
    or (out, and1out, and2out);
endmodule  
module Mux3to1(inA, inB, inC, sel, out);
    input inA, inB, inC;
    input[1:0] sel;
    output out;
    wire muxConnector;
    Mux2to1 iMux2to1_1(inA, inB, sel[0], muxConnector);
    Mux2to1 iMux2to1_2(muxConnector, inC, sel[1], out);
endmodule  
module Mux3to1_32bit (inA, inB, inC, sel, out);
    input[31:0] inA, inB, inC;
    input[1:0] sel;
    output[31:0] out;
    genvar j;
    generate
        for(j=0; j<32; j=j+1) begin: muxLoop
            Mux3to1 iMux3to1(inA[j], inB[j], inC[j], sel, out[j]);
        end
    endgenerate
endmodule  

===== run.sh =====
#!/bin/bash
# OpenROAD 26Q1-2900-gdf79404cd8, Yosys 0.63+post, stock flow scripts
make -C /OpenROAD-flow-scripts/flow DESIGN_CONFIG=/design/flow/config.mk WORK_HOME=/design/flow/orfs finish

===== constraint.sdc =====
current_design Mux3to1_32bit

set clk_period 1.0
set clk_io_pct 0.2

create_clock -name clk0 -period $clk_period

set non_clock_inputs [all_inputs -no_clocks]
set_input_delay [expr $clk_period * $clk_io_pct] -clock clk0 $non_clock_inputs
set_output_delay [expr $clk_period * $clk_io_pct] -clock clk0 [all_outputs]

==> flow_summary.json <==
{
  "num-fill-cells": 384,
  "switching_power_w": 0.000230,
  "via_count": 1229,
  "placed_cells": 282,
  "slew_violations": 0,
  "drt_drc_violations_left": 0,
  "switching_share_pct": 33.9,
  "detail-route-antenna-nets": 0,
  "grt_use_met2_pct": 20.9,
  "final_period_minus_worst_setup_slack_ns": 1.06,
  "detailedPlacementHpwl_microns": 3800,
  "first_global_vias": 1236,
  "viasPerCell": 4.34,
  "cts_hold_buf": 0,
  "groute.usage.overall_pct": 12.2,
  "die_width_microns": 81,
  "worstPathRequired_ns": 0.80,
  "place_congestion": 0.812,
  "clock_buffer_count": 0,
  "slew-limit-headroom_pct": 89.1,
  "grtUsageMet1_pct": 15.4,
  "finalCoreUtilization_pct": 51.9,
  "maxCapViolations": 0,
  "timing_worst_setup_path_type": "in -> out",
  "p_per_area_nw_per_um2": 359,
  "syn_area_sq_um": 955,
  "grt_antenna_before_repair": 0,
  "seqPwrFrac_pct": 0,
  "postSynthSeqShare_pct": 0,
  "io-pin-count": 130,
  "drc_violation_total_after_the_first_tritonroute_iteration": 24,
  "ys_top_cells_by_count": "sky130_fd_sc_hd__buf_4 (32), sky130_fd_sc_hd__mux2i_1 (32), sky130_fd_sc_hd__nand2_1 (32), sky130_fd_sc_hd__o21ai_1 (28), sky130_fd_sc_hd__buf_2 (7)",
  "unrepaired_setup_endpoints_after_global_routing": "yes",
  "areaGrowthSynthToFinish_pct": 97.6,
  "busiest_layer": "met2",
  "layout-drive-gt1-share_pct": 20.4,
  "yosysWarningCount": 0,
  "post_cts.repair.setup_buffers": 0,
  "tool_warnings": 35,
  "top_post_synthesis_cells_by_area": "sky130_fd_sc_hd__mux2i_1 (34%), sky130_fd_sc_hd__buf_4 (25%), sky130_fd_sc_hd__o21ai_1 (15%)",
  "internal_power_w": 0.000448,
  "post-route-worst-setup-slack_ns": -0.0565,
  "sort_of_element_at_the_start_of_the_critical_path": "input port",
  "grtUsageMet3_pct": 4.12,
  "comb_power_share_pct": 100.0,
  "total_leakage_power_nw": 1.03,
  "post-layout-total-power_w": 0.000678,
  "power.clock.fraction_pct": 0,
  "synth_cell_type_count": 9,
  "syn_area_per_cell_sq_um": 6.87,
  "ir_drop_mv": 0.206,
  "drt_pass1_iterations": 4,
  "fp.dieH_microns": 81,
  "io_buffers": 130,
  "grt_start_max_net_pins": 23,
  "timing.final.setup_violations": 20,
  "status": "complete, but fails checks",
  "fp.dieArea_sq_um": 6560,
  "fin_worst_hold_slack_ns": 0.774,
  "detail_route.antenna_diodes": 0,
  "synth.yosys.num_cells": 139,
  "classification_of_the_worst_slack_hold_path": "in -> out",
  "core_sq_um": 3630,
  "pre_cts_ws_ns": -0.565,
  "fp_util_pct": 26.3,
  "stdcell_count": 283,
  "grt_first_pass_wirelength_microns": 6530,
  "crit_path_end_kind": "primary output",
  "cp_max_fo": 7,
  "violations": "negative setup slack",
  "post_synth_inst_count": 139,
  "fp-row-count": 22,
  "yosysChipArea_sq_um": 955,
  "final-hold-violation-count": 0,
  "gr-total-overflow": 0,
  "worst-endpoint-arrival_ns": 0.86,
  "timing.fmax_ghz": 0.947,
  "flop-count": 0,
  "post-synth-top-area-fraction_pct": 33.6,
  "wire_per_inst_microns": 15.7,
  "seq_area_sq_um": 0,
  "top_area_cell": "sky130_fd_sc_hd__mux2i_1",
  "drt-total-wl_microns": 4430,
  "fin_crit_sh_pct": 106,
  "tightestPinTransition_ns": 0.161
}
## worst max-delay path, stage by stage
cell	delay (ns)
sky130_fd_sc_hd__buf_12	0.12
sky130_fd_sc_hd__buf_12	0.14
sky130_fd_sc_hd__mux2i_4	0.18
sky130_fd_sc_hd__o21ai_2	0.12
sky130_fd_sc_hd__buf_2	0.10
## path summary, 6_finish.rpt
path / to / depth (start not counted) / startpoint / slack [ns]
hold / removal: out[24] / 4 / inC[24] / 0.77
setup / recovery: out[24] / 5 / sel[0] / -0.06
## area by class of cell
class	instances	area [sq um]	share of cell area [%]
well taps	48	60.1	3.18
repair buffers	139	1200	63.5
multi-input cells	96	628	33.3
## through the flow
step,area [sq um],TNS (ns)
6_report,1890,-0.310
3_5_place_dp,2060,-16.92
4_1_cts,1860,-0.638
3_3_place_gp,2060,-16.57
2_1_floorplan,963,-0.00104
5_1_grt,1890,-1.66
## power by group through the flow
stage / Sequential, W / Combinational [W] / Clock (W)
CTS: 0 / 0.000673 / 0
finish: 0 / 0.000678 / 0
global route: 0 / 0.000744 / 0
## cells by family after synthesis
logic type	synth area share, %
AND-OR/OR-AND	17.6
multiplexers	33.6
buffers and inverters	36.3
AND/OR/NAND/NOR	12.6
## layout by cell type (no fill, tap or decap)
master / synthesis / final
sky130_fd_sc_hd__mux2i_2: 0 / 2
sky130_fd_sc_hd__buf_12: 3 / 7
sky130_fd_sc_hd__dlygate4sd2_1: 0 / 96
sky130_fd_sc_hd__buf_8: 0 / 1
sky130_fd_sc_hd__mux2i_4: 0 / 1
sky130_fd_sc_hd__o21ai_1: 28 / 30
sky130_fd_sc_hd__buf_4: 32 / 2
sky130_fd_sc_hd__o21ai_2: 2 / 2
sky130_fd_sc_hd__nand2_1: 32 / 32
sky130_fd_sc_hd__mux2i_1: 32 / 29
sky130_fd_sc_hd__buf_2: 7 / 32
sky130_fd_sc_hd__buf_16: 0 / 1
## routing by layer
metal	wire [microns]	share of wire, %
met3	433	9.8
met4	0	0
met2	2140	48
met5	0	0
met1	1860	42
## timing repair
action                                 in CTS  in global routing
endpoints found under the hold margin       0                  0
resized                                   211                  5
pin swaps                                  39                 21
cloned                                      1                  0
setup endpoints to repair                  32                 32
Power is estimated from default activity; no workload was simulated.
