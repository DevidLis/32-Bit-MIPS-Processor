File: /design/flow/run.sh
#!/bin/bash
# OpenROAD 26Q1-2900-gdf79404cd8, Yosys 0.63+post, stock flow scripts
make -C /OpenROAD-flow-scripts/flow DESIGN_CONFIG=/design/flow/config.mk WORK_HOME=/design/flow/orfs finish
File: /design/flow/config.mk
export PLATFORM = sky130hd
export DESIGN_NAME = ProgramCounter
export DESIGN_NICKNAME = ProgramCounter
export VERILOG_FILES = /design/flow/design.v
export SDC_FILE = /design/flow/constraint.sdc
export NUM_CORES = 4
export LEC_CHECK = 1
export CORE_AREA = 10 10 88 88
export DIE_AREA = 0 0 98 98
File: /design/flow/constraint.sdc
current_design ProgramCounter

set clk_period 1.0
set clk_io_pct 0.2

create_clock -name clk0 -period $clk_period [get_ports {clk}]

set non_clock_inputs [all_inputs -no_clocks]
set_input_delay [expr $clk_period * $clk_io_pct] -clock clk0 $non_clock_inputs
set_output_delay [expr $clk_period * $clk_io_pct] -clock clk0 [all_outputs]
File: /design/flow/design.v
module dff(Q, D, clk, resetb);
    input D, resetb, clk;
    output reg Q;
    always @(posedge clk or negedge resetb) 
    begin
        if (~resetb) Q <= 1'b0;
        else Q <= D;
    end
endmodule  
module thirtyTwoBitDFF(Q, D, clk, resetb);
    input [31:0] D;
    input resetb, clk;
    output [31:0] Q;
    genvar j;
    generate for (j = 0; j < 32; j = j+1) begin: regLoop
        dff idff(Q[j], D[j], clk, resetb);
        end
    endgenerate
endmodule  
module ProgramCounter(out, in, clk, resetb);
    input clk, resetb;
    input[31:0] in;
    output[31:0] out;
    genvar j;
    generate for (j=0; j<32; j=j+1) begin: counterLoop
        dff idff(out[j], in[j], clk, resetb);
    end 
    endgenerate
endmodule  
==> results_slide.txt <==
Synthesis and Place & Route Summary

Setup path
  • CP max stage delay: 0.37 ns
  • Cell chain of the critical path: buf_2
  • Slowest CP cell: dfrtp_1
  • Crit-path max FO: 1
  • Worst EP required: 0.80 ns
  • Critical path class: flip-flop to primary output
  • CP Capture Type: primary output
  • Largest delay share family, worst path: flip-flops
  • Critical path arrival: 0.76 ns
  • CP Buf/Inv Count: 1
  • Startpoint types: flip-flop

GRT
  • Initial antenna violation count: 0
  • GRT Total Usage: 5.76%
  • GR Util met3: 3.41%
  • GRT met2 Usage: 9.70%
  • GRT met1 Usage: 6.29%
  • First-pass GRT wire length: 4250 microns
  • Largest net degree at the start of global routing: 33
  • Global route overflow: 0
  • Vias in the first global route: 670
  • Gr busiest metal: met2

Logic synthesis
  • Post-synth regs: 32
  • Main synth FF type: dfrtp_1
  • # Cells Yosys: 64
  • Most common library cells after synthesis: buf_4 (32), dfrtp_1 (32)
  • Yosys warns: 1
  • Seq share, synth: 76.9%
  • Synth area leader: dfrtp_1
  • Async SR Flop Fraction: 100%
  • Mapped cell area: 1040 sq um
  • Yosys cell types: 2
  • Top-area cell share: 76.9%
  • Mean Syn Cell Area: 16.3 sq um
  • Yosys chip area: 1040 sq um
  • Biggest area cells: dfrtp_1 (77%), buf_4 (23%)
  • Synth Instances: 64
  • Post-synth EDFFs: 0

STA
  • Peak Freq: 1.04 GHz
  • Unrepaired setup endpoints after global routing: yes
  • Fin crit period: 0.958 ns
  • Slew HR: 89.0%
  • Setup-failing EPs final: 0
  • Final Hold Viols: 0
  • Worst-margin pin slew: 0.166 ns
  • Final tally of max-slew violations: 0
  • Post-layout period usage: 95.8%
  • Hold WS: 0.301 ns
  • Setup ws final: 0.0424 ns

Die
  • IO Count: 66
  • Core box area: 5920 sq um
  • Row count: 28
  • Die Y: 98 microns
  • Die ar.: 9600 sq um
  • Fp util: 17.6%
  • Die width: 98 microns

Finish
  • Flop area: 801 sq um
  • Ratio of cells with drive above 1 in the final layout: 36.8%
  • Regs by FF count: counterLoop.idff.Q x32
  • Max reg flops: 32
  • Fillers: 617
  • Number of logic gates: 0
  • Syn-to-layout area delta: 43.6%
  • Final core occ: 25.3%
  • Comb gate area: 0 sq um
  • Biggest register: counterLoop.idff.Q

Clock tree
  • Sink Count: 32
  • TritonCTS clock tree: built
  • Total CTS buffers: 5
  • H-tree lvl count: 2
  • CTS root buffer: clkbuf_8
  • Clk slew on worst S/H paths: 0.06 ns
  • Clk buf depth: 2

Place
  • Port Buffers: 65
  • GP Congestion: 0.751
  • Dpl ws: -0.00549 ns

Routing
  • Routed WL: 2760 microns
  • Vias: 555
  • Starting DRT DRC Count: 1
  • DR vias/cell: 3.07
  • Post-route ant nets: 0
  • Drt drc: 0
  • Ant diodes: 0
  • DR WL/cell: 15.3 microns
  • Pre-antenna DRT Iters: 2

Worst hold path
  • Worst min path class: primary input to async pin

Pwr
  • Static leakage: 0.683 nW
  • Maximum vdd ir drop: 448 uV
  • Pwr Total: 2.56 mW
  • PwrDens: 1710 nW/um^2

Job
  • Maxcap violations: 0
  • Log Warnings: 26

Outcome
  • Status: completed
-- routing by layer --
layer | vias up | share of wire [%]
met5 | - | 0
met4 | 0 | 1.1
met3 | 3 | 12
met2 | 40 | 51
met1 | 271 | 36
li1 | 241 | -
-- stage by stage --
step	std cells	setup TNS, ns	instance area, sq um
after global routing	181	-0.00890	1500
after floorplan	64	0	1040
after CTS	181	0	1500
after detailed placement	173	-0.00822	1570
final	181	0	1500
after global placement	173	0	1570
-- where the power goes --
part | internal, mW | total, mW | switching [mW]
Combinational | 0.161 | 0.220 | 0.0588
Clock | 0.559 | 0.959 | 0.400
Sequential | 1.36 | 1.38 | 0.0163
-- cell usage in the layout (no fill, tap or decap) --
master / n
clkbuf_1: 2
clkbuf_8: 6
buf_2: 32
clkdlybuf4s50_1: 33
dfrtp_1: 32
buf_12: 1
-- layout make-up --
| class | instances | share of cell area (%) |
|---|---|---|
| clock buffer | 8 | 6.03 |
| timing repair buffer | 66 | 34.1 |
| sequential | 32 | 53.6 |
| tap | 75 | 6.28 |
-- kinds of logic (layout without fill, tap and decap cells) --
logic type,Yosys count,after routing,share of synthesized area (%)
buffers and inverters,32,74,23.1
DFF,32,32,76.9
-- final timing paths --
kind / slack (ns) / to / from / cells after the start
setup / recovery: 0.04 / out[4] / counterLoop[4].idff.Q$_DFF_PN0_ / 1
hold / removal: 0.30 / counterLoop[30].idff.Q$_DFF_PN0_ / resetb / 2
max in group asynchronous: 0.54 / counterLoop[25].idff.Q$_DFF_PN0_ / resetb / 2
min in group clk0: 0.36 / counterLoop[3].idff.Q$_DFF_PN0_ / in[3] / 1
-- timing repair --
item	in CTS	in global routing
buffers inserted	0	0
setup endpoints to repair	32	3
hold buffers	0	0
pin swaps	0	0
resized	97	0
Power and IR drop assume default switching activity.
